$ cat design/flow/design.v
module sram_controller #(
  parameter ADDR_WIDTH = 8,
  parameter DATA_WIDTH = 16
)(
  input            proc_clk,
  input            req_i,
  input            wr_en_i,
  input   [ADDR_WIDTH-1:0] addr_i,
  input   [DATA_WIDTH-1:0] wdata_i,
  output           ack_o,
  input            sram_clk,
  input            rst_n,
  output reg [DATA_WIDTH-1:0] rdata_o,
  output   [ADDR_WIDTH-1:0] sram_addr_o,  
  inout   [DATA_WIDTH-1:0] sram_data_io,
  output reg         sram_ce_o,
  output reg         sram_we_o,
  output reg         sram_oe_o
);
  localparam EXEC_IDLE=4'b0001, EXEC_DECODE=4'b0010, EXEC_WRITE=4'b0100, EXEC_READ_SETUP=4'b1000, EXEC_READ_CAPTURE=4'b1001;
  reg [3:0] exec_current_state, exec_next_state;
  reg ack_internal;
  reg req_s1, req_s2, req_s3;
  always @(posedge sram_clk or negedge rst_n) begin
    if (!rst_n) {req_s1, req_s2, req_s3} <= 3'b0;
    else    {req_s1, req_s2, req_s3} <= {req_i, req_s1, req_s2};
  end
  wire req_event = req_s2 & ~req_s3;
  reg ack_p1, ack_p2;
  always @(posedge proc_clk or negedge rst_n) begin
    if (!rst_n) {ack_p1, ack_p2} <= 2'b0;
    else    {ack_p1, ack_p2} <= {ack_internal, ack_p1};
  end
  assign ack_o = ack_p2;
  reg cmd_valid_reg;
  reg [ADDR_WIDTH-1:0] cmd_addr_reg;
  reg [DATA_WIDTH-1:0] cmd_wdata_reg;
  reg cmd_wr_en_reg;
  wire exec_ready;  
  wire cmd_fire;   
  always @(posedge sram_clk or negedge rst_n) begin
    if (!rst_n) begin
      cmd_valid_reg <= 1'b0;
    end else begin
      if (cmd_fire) begin
        cmd_valid_reg <= 1'b0;
      end
      if (req_event && !cmd_valid_reg) begin
        cmd_addr_reg <= addr_i;
        cmd_wdata_reg <= wdata_i;
        cmd_wr_en_reg <= wr_en_i;
        cmd_valid_reg <= 1'b1;
      end
    end
  end
  assign exec_ready = (exec_current_state == EXEC_IDLE);
  assign cmd_fire = cmd_valid_reg && exec_ready;
  always @(posedge sram_clk or negedge rst_n) begin
    if (!rst_n) begin
      exec_current_state <= EXEC_IDLE;
      rdata_o      <= 0;
    end else begin
      exec_current_state <= exec_next_state;
      if (exec_current_state == EXEC_READ_CAPTURE) begin
        rdata_o <= sram_data_io;
      end
    end
  end
  always @(*) begin
    exec_next_state = exec_current_state;
    ack_internal  = 1'b0;
    sram_ce_o    = 1'b0;
    sram_we_o    = 1'b0;
    sram_oe_o    = 1'b0;
    case (exec_current_state)
      EXEC_IDLE: begin
        if (cmd_fire) begin  
          exec_next_state = cmd_wr_en_reg ? EXEC_WRITE : EXEC_READ_SETUP;
        end
      end
      EXEC_WRITE: begin
        sram_ce_o  = 1'b1;
        sram_we_o  = 1'b1;
        ack_internal = 1'b1;
        exec_next_state  = EXEC_IDLE;  
      end
      EXEC_READ_SETUP: begin
        sram_ce_o = 1'b1;
        sram_oe_o = 1'b1;
        exec_next_state = EXEC_READ_CAPTURE;
      end
      EXEC_READ_CAPTURE: begin
        sram_ce_o  = 1'b1;
        sram_oe_o  = 1'b1;
        ack_internal = 1'b1;
        exec_next_state  = EXEC_IDLE;  
      end
      default: exec_next_state = EXEC_IDLE;
    endcase
  end
  assign sram_addr_o = cmd_addr_reg;
  assign sram_data_io = (exec_current_state == EXEC_WRITE) ? cmd_wdata_reg : {DATA_WIDTH{1'bz}};
endmodule
$ cat design/flow/run.sh
#!/bin/bash
# OpenROAD 26Q1-2900-gdf79404cd8, Yosys 0.63+post, stock flow scripts
make -C /OpenROAD-flow-scripts/flow DESIGN_CONFIG=/design/flow/config.mk WORK_HOME=/design/flow/orfs finish
$ cat design/flow/config.mk
export PLATFORM = sky130hd
export DESIGN_NAME = sram_controller
export DESIGN_NICKNAME = sram_controller
export VERILOG_FILES = /design/flow/design.v
export SDC_FILE = /design/flow/constraint.sdc
export NUM_CORES = 4
export LEC_CHECK = 1
export CORE_UTILIZATION = 30
$ cat design/flow/constraint.sdc
current_design sram_controller

set clk_period 2.3
set clk_io_pct 0.2

create_clock -name clk0 -period $clk_period [get_ports {proc_clk}]
create_clock -name clk1 -period $clk_period [get_ports {sram_clk}]

set non_clock_inputs [all_inputs -no_clocks]
set_input_delay [expr $clk_period * $clk_io_pct] -clock clk0 $non_clock_inputs
set_output_delay [expr $clk_period * $clk_io_pct] -clock clk0 [all_outputs]
==> flow_summary.json <==
{
  "core.rowCount": 27,
  "fp_util_pct": 31.2,
  "cts.sinks": 51,
  "cts_post_setup_buffers_inserted": 0,
  "lastStage": "4_1_cts",
  "ys_seq_share_pct": 81.7,
  "postSynthCellCount": 80,
  "pre_cts_ws_ns": 0.403,
  "cts_resized": 0,
  "yosys_warnings": 2,
  "hpwl_um": 2220,
  "die_h_um": 77.6,
  "syn_avg_cell_area_um2": 21.5,
  "yosysCellCount": 80,
  "yosysChipArea_um2": 1720,
  "place_inst": 209,
  "dpl_cell_area_um2": 2370,
  "synth_cell_types": 17,
  "gp_congestion": 0.771,
  "io_buffers": 55,
  "error": "[error] [KeplerFormal.cpp:679] Workflow failed: Iso has multiple drivers: .sram_data_io0, sram_data_io[0]$_DFFE_PP_.Q0",
  "holdBufCountCts": 0,
  "ios": 73,
  "ys_ff": 51,
  "syn-cell-area_um2": 1720,
  "status": "did not finish",
  "die_w_um": 77.6
}
-- synth_stat cells (all sizes together) --
cell / number / area (um2)
nand2: 1 / 3.75
inv: 1 / 3.75
o21bai: 1 / 7.51
or3: 1 / 6.26
dfstp: 1 / 26.3
or2: 2 / 12.5
nor2: 1 / 3.75
edfxtp: 25 / 751
nor4bb: 1 / 10.0
nor3b: 1 / 7.51
a21o: 1 / 7.51
dfrtp: 25 / 626
and3: 1 / 6.26
mux2: 16 / 214
buf: 2 / 31.3
-- cell families after synthesis --
family / after synthesis / synth area share (%)
AND-OR/OR-AND: 2 / 0.875
AND/OR/NAND/NOR: 8 / 2.92
flip-flops: 51 / 81.7
buffers and inverters: 3 / 2.04
multiplexers: 16 / 12.5
