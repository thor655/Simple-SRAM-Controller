==> ./design.v <==
module sram_model #(
  parameter DATA_WIDTH = 16,
  parameter ADDR_WIDTH = 8
)(
  input            clk,
  input            rst_n,
  inout [DATA_WIDTH-1:0]   sram_data_io,
  input [ADDR_WIDTH-1:0]   sram_addr_i,
  input            sram_ce_i,
  input            sram_we_i,
  input            sram_oe_i
);
  reg [DATA_WIDTH-1:0] memory [0:(1<<ADDR_WIDTH)-1];
  always @(posedge clk or negedge rst_n) begin
    if (!rst_n) begin
    end else begin
      if (sram_ce_i && sram_we_i && !sram_oe_i) begin
        memory[sram_addr_i] <= sram_data_io;
      end
    end
  end
  assign sram_data_io = (sram_ce_i && !sram_we_i && sram_oe_i) ? memory[sram_addr_i] : {DATA_WIDTH{1'bz}};
endmodule
==> ./run.sh <==
#!/bin/bash
# OpenROAD 26Q1-2900-gdf79404cd8, Yosys 0.63+post, stock flow scripts
make -C /OpenROAD-flow-scripts/flow DESIGN_CONFIG=/design/flow/config.mk WORK_HOME=/design/flow/orfs finish
==> ./config.mk <==
export PLATFORM = sky130hd
export DESIGN_NAME = sram_model
export DESIGN_NICKNAME = sram_model
export VERILOG_FILES = /design/flow/design.v
export SDC_FILE = /design/flow/constraint.sdc
export NUM_CORES = 4
export LEC_CHECK = 1
export CORE_UTILIZATION = 50
==> ./constraint.sdc <==
current_design sram_model

set clk_period 16.5
set clk_io_pct 0.2

create_clock -name clk0 -period $clk_period [get_ports {clk}]

set non_clock_inputs [all_inputs -no_clocks]
set_input_delay [expr $clk_period * $clk_io_pct] -clock clk0 $non_clock_inputs
set_output_delay [expr $clk_period * $clk_io_pct] -clock clk0 [all_outputs]
==> summary.txt <==
Run status = aborted with a tool error
Stage at which the run stopped = 4_1_cts
Log Error = [error] [KeplerFormal.cpp:679] Workflow failed: Iso has multiple drivers: .sram_data_io10, _6839_.Y0
Worst slack at placement = 3.77 ns
Largest non-sequential cell family by area = AND-OR/OR-AND gates
Detailed placement HPWL = 745000 µm
Number of buffer cells added on primary ports = 12
Main area contributors = edfxtp_1 (80%), a22oi_1 (5.4%), nand3_1 (2.1%)
Number of top-level design ports = 29
Adder and majority gate portion of the synthesized area = 0%
Cell type with the highest aggregate area in the netlist = edfxtp_1
AND/OR/NAND/NOR Cells, Area Fraction = 7.79%
Die height = 556 µm
Post-CTS Hold Buffers = 0
Weighted congestion reported at the end of routability-driven placement = 1.30
Deepest clock path buffer count = 4
Depth of the CTS H-tree = 5
Number of cells in Yosys stat = 8932
Post CTS Setup Buffer Count = 0
Total CTS buffers = 412
Count of warnings emitted by yosys = 3
Root Driver = clkbuf_16
Clock sinks = 4096
Combined area of all synthesized cells = 0.153 mm²
Flip-flops with a built-in enable = 4096
Floorplan utilization = 50.4%
Post-synthesis chip area from yosys = 0.153 mm²
Share of the synthesized netlist area taken by xor and xnor gates = 0.0114%
Flip-flop and latch count after synthesis = 4096
FP Rows = 202
Async set or reset register ratio after synthesis = 0%
Post-synthesis share of cell area spent on and-or and or-and gates = 10.0%
Gate Count Post-Synth = 8932
Max-area cell share = 80.3%
Distinct cells, synth = 72
Average instance area after synthesis = 17.2 µm²
Horiz. Die Dim = 556 µm
Proportion of synthesized chip area in sequential cells = 80.3%
Post-cts gate resize count = 0
Mux share of post-synthesis cell area = 0.105%
Prevailing post-synth register cell = edfxtp_1
-- through the flow --
stage / area (µm²) / cells
after global placement: 168000 / 13600
after floorplan: 153000 / 8932
after detailed placement: 168000 / 13600
-- kinds of logic after synthesis --
family	count (synthesis)
xor+xnor	2
compound gates	2002
buf+inv	642
flops	4096
mux	15
simple gates	2175
-- synth_stat cells, types with 11 or more instances --
master	n
a22o_1	121
a221oi_1	34
and3_1	326
buf_1	131
or4_1	51
nor2_1	288
a2111oi_0	113
a32o_1	12
buf_2	184
buf_4	12
a21oi_1	83
a222oi_1	101
nand2_1	75
nor4_1	109
nand4_1	264
o21ai_0	25
and4b_1	11
nor3_1	301
o22a_1	18
nor4bb_1	13
edfxtp_1	4096
o2111ai_1	11
o211ai_1	18
a31oi_1	19
nand4b_1	12
o22ai_1	187
nand3_1	641
a32oi_1	112
clkbuf_1	307
a22oi_1	1107
and4_1	21
